<file path="flow/config.mk">
export PLATFORM = sky130hd
export DESIGN_NAME = alu
export DESIGN_NICKNAME = alu
export VERILOG_FILES = /design/flow/design.v
export SDC_FILE = /design/flow/constraint.sdc
export NUM_CORES = 4
export LEC_CHECK = 1
export CORE_UTILIZATION = 30
</file>
<file path="flow/constraint.sdc">
current_design alu

set clk_period 3.2
set clk_io_pct 0.2

create_clock -name clk0 -period $clk_period [get_ports {clk}]

set non_clock_inputs [all_inputs -no_clocks]
set_input_delay [expr $clk_period * $clk_io_pct] -clock clk0 $non_clock_inputs
set_output_delay [expr $clk_period * $clk_io_pct] -clock clk0 [all_outputs]
</file>
<file path="flow/design.v">
module alu(alu_out, accum, data, opcode, zero, clk, reset);
input clk, reset;
input [7:0] accum, data;
input [2:0] opcode;
output [7:0] alu_out;
output zero;
reg [7:0] alu_out;
always@(posedge clk)
begin
  if (reset)  begin
	alu_out = 0;
  end
  else   begin
	case (opcode)
		3'b000 :  alu_out = accum;
		3'b001 :  alu_out = (accum + data);
		3'b010 :  alu_out = (accum - data);
		3'b011 :  alu_out = (accum & data);
		3'b100 :  alu_out = (accum ^ data);
		3'b101 :  alu_out = ~accum+8'b1;
		3'b110 :  alu_out = ((accum<<2)+accum) + (accum>>3);
		3'b111 :  alu_out = (accum[7:5])? data : ~data ;
		default :  alu_out = 8'b0;
	endcase
  end
end
assign  zero = (accum == 8'b0)? 1'b1 : 0;
endmodule
</file>
<file path="flow/run.sh">
#!/bin/bash
# OpenROAD 26Q1-2900-gdf79404cd8, Yosys 0.63+post, stock flow scripts
make -C /OpenROAD-flow-scripts/flow DESIGN_CONFIG=/design/flow/config.mk WORK_HOME=/design/flow/orfs finish
</file>
==> impl_metrics.py <==
# Synthesis and PnR figures
metrics = {
    "global_route": {
        "grt_usage": 0.173,
        "grt_remaining_overflow": 0,
        "first_global_vias": 1613,
        "grt_start_max_net_pins": 33,
        "grt_antenna_before_repair": 0,
        "grt_pass1_wl_um": 8270,
    },
    "cells_and_area": {
        "leading_cell_type_in_the_layout_fill_and_taps_excluded": "buf_4",
        "largest_reg_flops": 8,
        "layout.cells.non_filler": 366,
        "layout.cell_area.non_filler_mm2": 0.00253,
        "syn_to_final_growth_pct": 40.3,
        "final_layout_size_suffix_gt1_frac": 0.197,
        "final_cell_mix": "buf_4, clkdlybuf4s50_1, ha_1, nor2_1, xnor2_1",
    },
    "floorplanning": {
        "chip_area_mm2": 0.00632,
        "core.rowCount": 27,
        "floorplan.die.height_um": 79.5,
        "floorplanUtilization": 0.320,
        "boundaryPins": 30,
        "floorplan.core_area_mm2": 0.00564,
        "die_w_um": 79.5,
    },
    "cts": {
        "number_of_buffers_created_by_cts": 3,
        "htreeDepth": 1,
        "max-clock-path-buffers": 2,
        "cts.reportedPaths.clkPinSlew_ns": 0.04,
        "clock-root-buffer": "clkbuf_8",
        "tritoncts_num_sinks": 8,
        "cts_tree": "built",
        "ctsHoldBuffers": 0,
    },
    "place": {
        "port_buffers": 29,
        "routabilityCongestion": 0.885,
        "place_ws_ns": -0.289,
        "hpwl_um": 4260,
        "dp.cells": 361,
        "dpl-instance-area_mm2": 0.00240,
    },
    "sta": {
        "slew-limit-headroom": 0.675,
        "actual_transition_at_the_worst_max_transition_pin_ns": 0.486,
        "cycle_use_final": 0.976,
        "layout_min_cycle_time_ns": 3.12,
        "rsz_0062_raised_after_global_routing": "yes",
        "report.final.slew_viol_count": 0,
        "max_freq_mhz": 320,
        "final.setup.tns_ns": 0,
        "setup_viol_count_final": 0,
        "hold_violations": 0,
        "timing.hold.ws_ns": 1.22,
        "setup_ws_ns": 0.0775,
    },
    "detailed_routing": {
        "postRouteWirelength_um": 5190,
        "antenna_left": 0,
        "antenna_cells": 0,
        "num_vias": 1884,
        "drt_pass1_iterations": 4,
        "route.detailed.vias_per_inst": 5.15,
        "drc": 0,
        "route.detailed.wl_per_inst_um": 14.2,
        "drt-initial-drc-count": 141,
    },
    "min_path": {
        "holdCritPathClass": "primary input to flip-flop",
        "worstHoldStart": "accum[5]",
    },
    "synthesis": {
        "synthesis.area_per_instance_um2": 7.64,
        "synth.yosys.chip_area_mm2": 0.00180,
        "synth_flops": 8,
        "synth-edff-count": 0,
        "yosysSeqAreaShare": 0.0888,
        "synthDistinctLibCells": 51,
        "syn-instance-count": 236,
        "postSynth.asyncResetShare": 0,
        "ys_warn_count": 1,
        "postSynth.topFlopCell": "dfxtp_1",
        "post_synth_instance_area_mm2": 0.00180,
        "synth_stat.cells": 236,
    },
    "setup_path": {
        "critical_path.startpoint": "accum[1]",
        "worstSetupEndpoint": "zero",
        "worst_setup_path_end_kind": "primary output",
        "crit_required_ns": 2.56,
        "timing.critical_path.from_type": "primary input",
        "crit_arrival_ns": 2.48,
        "setup.worst_path.class": "primary input to primary output",
        "critPathMaxFanout": 5,
    },
    "run": {
        "warning_count": 27,
        "maxCapViolCount": 0,
    },
    "power": {
        "swShare": 0.380,
        "power_frac_clock": 0.182,
        "cellInternalPower_w": 0.000416,
        "power_leakage_nw": 1.09,
        "power_frac_seq": 0.172,
        "power.ir.vdd_worst_mv": 0.172,
        "p_per_area_mw_per_mm2": 265,
        "power_switching_w": 0.000255,
        "combPwrFrac": 0.645,
    },
    "status": {
        "status": "finished clean",
    },
}
==> synthesized netlist by cell type (all sizes together) (3+ instances only) <==
cell type | number | area (um2)
nor2b | 7 | 43.8
nand2b | 3 | 18.8
o211ai | 3 | 22.5
a211oi | 4 | 30.0
inv | 15 | 56.3
nor2 | 25 | 93.8
nor3 | 11 | 66.3
a21oi | 15 | 75.1
fa | 5 | 100
dfxtp | 8 | 160
o21ai | 14 | 70.1
o21a | 3 | 22.5
buf | 6 | 26.3
a31oi | 3 | 18.8
nor4 | 4 | 25.0
xnor2 | 19 | 166
xor2 | 8 | 70.1
nand2 | 14 | 52.6
clkbuf | 4 | 15.0
ha | 27 | 338
==> routing by layer <==
metal	track usage	wire length [um]
met5	0	0
met4	0.00545	8
met3	0.0139	282
met2	0.279	2390
met1	0.267	2510
==> what timing repair did <==
action / CTS / global route
resized: 6 / 16
pin swaps: 0 / 9
buffers inserted: 0 / 2
setup endpoints to repair: 4 / 8
hold endpoints to repair: 0 / 0
==> kinds of logic (layout without fill, tap and decap cells) <==
| group | count (synthesis) | after routing | synth area share |
|---|---|---|---|
| AND/OR/NAND/NOR | 75 | 75 | 0.214 |
| AND-OR/OR-AND | 64 | 64 | 0.234 |
| flip-flops | 8 | 8 | 0.0888 |
| multiplexers | 4 | 4 | 0.0298 |
| adder cells (fa/ha/maj) | 33 | 33 | 0.248 |
| XOR/XNOR | 27 | 27 | 0.131 |
| buffers and inverters | 25 | 83 | 0.0541 |
==> power by group through the flow <==
stage     clock [W]  sequential (W)  combinational [W]
4_1_cts    0.000123        0.000116           0.000410
5_1_grt    0.000127        0.000116           0.000482
6_report   0.000122        0.000116           0.000433
==> cell type report <==
| class | count | area (um2) |
|---|---|---|
| flip-flops and latches | 8 | 160 |
| fillers | 563 | 3110 |
| multi-input cells | 203 | 1620 |
| inverters | 15 | 56.3 |
| well taps | 72 | 90.1 |
| repair buffers | 65 | 561 |
| clock buffers | 3 | 41.3 |
==> worst min path at each step <==
stage                         to  slack (ns)  cells after the start
after global routing  alu_out[5]        1.26                      4
final                 alu_out[5]        1.22                      4
after CTS             alu_out[5]        1.22                      4
==> stage by stage <==
| stage | total power (W) | utilization |
|---|---|---|
| final | 0.000670 | 0.448 |
| after global routing | 0.000726 | 0.448 |
| after CTS | 0.000649 | 0.436 |
| after detailed placement | 0.000517 | 0.425 |
| after global placement | 0.000515 | 0.425 |
| after floorplan | 0.000352 | - |
==> critical path: stages <==
cell	delay [ns]
clkdlybuf4s50_1	0.49
buf_4	0.20
inv_1	0.10
ha_2	0.23
nand3b_1	0.14
nor4_2	0.18
clkdlybuf4s50_1	0.50
No activity file was given, so power comes from the tool's default toggle rates.
